--- design/flow/config.mk ---
export PLATFORM = sky130hd
export DESIGN_NAME = MainCode
export DESIGN_NICKNAME = MainCode
export VERILOG_FILES = /design/flow/design.v
export SDC_FILE = /design/flow/constraint.sdc
export NUM_CORES = 4
export LEC_CHECK = 1
export CORE_UTILIZATION = 50
--- design/flow/constraint.sdc ---
current_design MainCode

set clk_period 3.8
set clk_io_pct 0.2

create_clock -name clk0 -period $clk_period [get_ports {CLK_50MHz}]

set non_clock_inputs [all_inputs -no_clocks]
set_input_delay [expr $clk_period * $clk_io_pct] -clock clk0 $non_clock_inputs
set_output_delay [expr $clk_period * $clk_io_pct] -clock clk0 [all_outputs]
--- design/flow/design.v ---
module BCDtoSevenSeg (
    input [3:0] bcd,
    output reg [6:0] seg
);
	always @(*) begin
		case (bcd)
	4'd0: seg = 7'b1000000;
	4'd1: seg = 7'b1111001;
	4'd2: seg = 7'b0100100;
	4'd3: seg = 7'b0110000;
	4'd4: seg = 7'b0011001;
	4'd5: seg = 7'b0010010;
	4'd6: seg = 7'b0000010;
	4'd7: seg = 7'b0000111;
	4'd8: seg = 7'b0000000;
	4'd9: seg = 7'b0010000;
	default: seg = 7'b1111111;
endcase
end
endmodule
module ClockDivider (
input CLK_50MHz,         
input rst_n,             
output CLK_100Hz,        
output CLK_1Hz           
);
wire [24:0] counter_1Hz;
wire [24:0] next_counter_1Hz;
wire [17:0] next_counter_100Hz;
wire [17:0] counter_100Hz;
wire counter_1Hz_max;
wire counter_100Hz_max;
wire next_CLK_1Hz;
wire next_CLK_100Hz;
wire clk_1Hz_reg;  
wire clk_100Hz_reg;
	assign CLK_1Hz = clk_1Hz_reg;
	assign CLK_100Hz = clk_100Hz_reg;
	assign counter_1Hz_max = (counter_1Hz == 25'd24999999);  
	assign counter_100Hz_max = (counter_100Hz == 18'd249999);  
	assign next_counter_1Hz = counter_1Hz_max ? 25'd0 : counter_1Hz + 25'd1;
	assign next_counter_100Hz = counter_100Hz_max ? 18'd0 : counter_100Hz + 18'd1;
	counterReg #(25) counter_1Hz_reg (
		next_counter_1Hz,
		counter_1Hz,
		CLK_50MHz,
		rst_n,
		25'd0
	);
	counterReg #(18) counter_100Hz_reg (
		next_counter_100Hz,
		counter_100Hz,
		CLK_50MHz,
		rst_n,
		18'd0
	);
	assign next_CLK_1Hz = counter_1Hz_max ? ~clk_1Hz_reg : clk_1Hz_reg;
	assign next_CLK_100Hz = counter_100Hz_max ? ~clk_100Hz_reg : clk_100Hz_reg;
	DFlipFlop dff_1Hz (
		next_CLK_1Hz,
		clk_1Hz_reg,
		CLK_50MHz,
		rst_n
	);
	DFlipFlop dff_100Hz (
		next_CLK_100Hz,
		clk_100Hz_reg,
		CLK_50MHz,
		rst_n
	);
endmodule
module DFlipFlop(
	input D,
	output reg Q,
	input clk,
	input rst_n
);
always @(posedge clk or negedge rst_n) begin
	if (~rst_n)
	Q <= 1'b0;
	else
	Q <= D;
	end
endmodule
module MainCode (
	input CLK_50MHz,			 
	input rst_n,				 
	input StartStop,			 
	input ModeSel,				 
	output [6:0] HexMSBH,	 
	output [6:0] HexMSBL,	 
	output [6:0] HexLSBH,	 
	output [6:0] HexLSBL,	 
	output DOT					 
);
wire CLK_100Hz, CLK_1Hz;
wire selected_clk;
wire [7:0] MSBbinaryout;
wire [7:0]LSBbinaryout;
ClockDivider divideClock(
	CLK_50MHz, 		 
	rst_n, 			 
	CLK_100Hz,	 	 
	CLK_1Hz			 
);
Mux selectClock(
	ModeSel,
	CLK_100Hz,
	CLK_1Hz,
	selected_clk
	);
wire [7:0] msb_loadval, lsb_loadval, msb_end, lsb_end, msb_resetval, lsb_resetval;
wire msboverflow, lsboverflow;
assign msb_loadval = (ModeSel == 1'b0) ? 8'd0 : 8'd0;
assign lsb_loadval   = (ModeSel == 1'b0) ? 8'd0 : 8'd0;
assign msb_resetval  = (ModeSel == 1'b0) ? 8'd0 : 8'd0;
assign lsb_resetval  = (ModeSel == 1'b0) ? 8'd0 : 8'd0;
assign msb_end = (ModeSel == 1'b0) ? 8'd99 : 8'd1;
assign lsb_end = (ModeSel == 1'b0) ? 8'd99 : 8'd59;
assign lsboverflow   = (LSBbinaryout == lsb_end) ? 1'b1 : 1'b0;
TimerCoreLogic timerlog(
	msb_loadval,
	msb_resetval,
	lsb_loadval,
	lsb_resetval,
	msb_end,
	lsb_end,
	lsboverflow,
	selected_clk,				
	rst_n,			
	StartStop,		
	LSBbinaryout,	
	MSBbinaryout		
);
wire disp_end = (MSBbinaryout == msb_end) && (LSBbinaryout == lsb_end);
SevenSegEncoder encoder(
	LSBbinaryout,	 
	MSBbinaryout,	 
	ModeSel,				 
	disp_end,
	HexMSBH,	
	HexMSBL,	
	HexLSBH,
	HexLSBL
);
reg DOT_reg = 0;
always @(posedge CLK_1Hz or negedge rst_n) begin
    if (!rst_n)
    DOT_reg <= 0;
    else if (!disp_end)
    DOT_reg <= ~DOT_reg;   
end
assign DOT = DOT_reg;
endmodule
module Mux(
	input select,
	input modeA100_clk,
	input modeB1_clk,
	output selected_clk
	);
assign selected_clk = (select) ? modeB1_clk : modeA100_clk;
endmodule
module ProgramCounter (
	input clk,					 
	input [7:0] ResetVal,	 
	input [7:0] LoadVal,		 
	input reset,					 
	input load,					 
	input inc,					 
	output reg [7:0] PCoutput	 
);
always @(posedge clk or posedge reset) begin
	if (reset) begin
		PCoutput <= ResetVal;
	end else if (load) begin
		PCoutput <= LoadVal;
	end else if (inc) begin
		PCoutput <= PCoutput + 1;
	end 
end
endmodule
module Reverser (
	input [7:0] RevIn,	 
	input ModeSel,			 
	input [3:0]RevFromH,
	input [3:0]RevFromL,
	output [7:0] RevOut	 
);
wire [3:0] high_diff, low_diff;
assign high_diff = RevFromH - RevIn[7:4];
assign low_diff = RevFromL - RevIn[3:0];
assign RevOut = (!ModeSel) ? RevIn : {high_diff, low_diff};
endmodule
module SevenSegEncoder (
	input [7:0] LSBBinary,	 
	input [7:0] MSBBinary,	 
	input ModeSel,				 
	input disp_end,
	output [6:0] HexMSBH,	 
	output [6:0] HexMSBL,	 
	output [6:0] HexLSBH,	 
	output [6:0] HexLSBL		 
);
	wire[7:0] LSBrev, MSBrev;
	reg[3:0] MSBtens, MSBones, LSBtens, LSBones;
	always @ (*) begin 
	MSBtens = MSBBinary / 10; 
	MSBones = MSBBinary % 10; 
	LSBtens = LSBBinary /10; 
	LSBones = LSBBinary % 10; 
end
assign LSBrev = {LSBtens, LSBones};
assign MSBrev = {MSBtens, MSBones};
wire [7:0] MSBRevOut;
wire [7:0] LSBRevOut;
Reverser MSB(
	MSBrev,	
	ModeSel, 	
	4'd0, 
	4'd1, 
	MSBRevOut
);
Reverser LSB(
	LSBrev,	
	ModeSel, 	
	4'd5,  
	4'd9,  
	LSBRevOut
);
wire [3:0] MSBH = MSBRevOut[7:4];
wire [3:0] MSBL = MSBRevOut[3:0];
wire [3:0] LSBH = LSBRevOut[7:4];
wire [3:0] LSBL = LSBRevOut[3:0];
wire [6:0] reg_HexMSBH, reg_HexMSBL, reg_HexLSBH, reg_HexLSBL;
BCDtoSevenSeg disp_msbh (MSBH, reg_HexMSBH);
BCDtoSevenSeg disp_msbl (MSBL, reg_HexMSBL);
BCDtoSevenSeg disp_lsbh (LSBH, reg_HexLSBH);
BCDtoSevenSeg disp_lsbl (LSBL, reg_HexLSBL);
assign HexMSBH = (disp_end) ? 7'b0000110 : reg_HexMSBH;  
assign HexMSBL = (disp_end) ? 7'b0101011 : reg_HexMSBL;  
assign HexLSBH = (disp_end) ? 7'b0100001 : reg_HexLSBH;  
assign HexLSBL = (disp_end) ? 7'b1111111 : reg_HexLSBL; 
endmodule
module TimerCoreLogic (
	input [7:0] msb_loadval,
	input [7:0] msb_resetval,
	input [7:0] lsb_loadval,
	input [7:0] lsb_resetval,
	input [7:0] msb_end,
	input [7:0] lsb_end,
	input lsboverflow,
	input clk,				 
	input rst_n,			 
	input StartStop,		 
	output [7:0] LSBbinaryout,	 
	output [7:0] MSBbinaryout		 
);
reg load_once = 1;
always @(posedge clk or negedge rst_n) begin
    if (!rst_n)
        load_once <= 1;
    else if (StartStop)
        load_once <= 0; 
end
wire count_end = (MSBbinaryout == msb_end) && (LSBbinaryout == lsb_end);
wire IncStartStop = StartStop && rst_n && !count_end;  
wire msb_load = (load_once && StartStop && !count_end);   
wire lsb_load = (load_once && StartStop && !count_end) || (lsboverflow && !count_end);
wire msb_inc = IncStartStop && !msb_load && lsboverflow;
wire lsb_inc = IncStartStop && !msb_load ;
ProgramCounter LSB(
	clk,
	lsb_resetval,
	lsb_loadval,
	!rst_n,
	lsb_load,
	lsb_inc,
	LSBbinaryout
);
ProgramCounter MSB(
	clk,
	msb_resetval,
	msb_loadval,
	!rst_n,
	msb_load,
	msb_inc,
	MSBbinaryout
);
endmodule
module counterReg #(parameter BIT_SIZE = 1) (
	input [BIT_SIZE-1:0] D,
	output reg [BIT_SIZE-1:0] Q,
	input clk,
	input rst_n,
	input [BIT_SIZE-1:0] rst_val
	);
always @(posedge clk or negedge rst_n) begin
	if (~rst_n)
	Q <= rst_val;
	else
	Q <= D;
end
endmodule
--- design/flow/run.sh ---
#!/bin/bash
# OpenROAD 26Q1-2900-gdf79404cd8, Yosys 0.63+post, stock flow scripts
make -C /OpenROAD-flow-scripts/flow DESIGN_CONFIG=/design/flow/config.mk WORK_HOME=/design/flow/orfs finish
==> impl_metrics.tcl <==
# collected from the flow reports
set metrics [dict create \
    crit_type "primary input to primary output" \
    rsz0062_at_grt "false" \
    wl_per_cell_um 14.0 \
    synth_cells 735 \
    r2r-start "divideClock.counter_1Hz_reg.Q[0]" \
    ioPinCount 33 \
    clock_tree.root_cell "clkbuf_16" \
    cts_hold_buf 0 \
    synth_area_leader_cell "dfrtp_1" \
    period_used_pct 90.8 \
    untimed_endpoints 19 \
    clock_latency_ns 0.29 \
    synthArstFlopShare_pct 100 \
    diodes 0 \
    syn_area_per_cell_um2 7.96 \
    drc 0 \
    maxCapViolations 0 \
    ant_nets 0 \
    via_per_inst 5.83 \
    warnings 43 \
    cpPeakStageDelay_ns 0.50 \
    dp_cells 888 \
    ff_type "dfrtp_1" \
    comb_power_share_pct 9.7 \
    switchingPower_uw 209 \
    grt-ovfl-total 0 \
    grt_usage_pct 22.2 \
    antenna_found_initial 0 \
    grt_start_max_net_pins 54 \
    critPathArrivalTime_ns 2.69 \
    top_cells_by_area "dfrtp_1 27%, xnor2_1 5.8%, ha_1 5.8%" \
    vdd_drop_max_v 0.000338 \
    synth_seq_share_pct 27.0 \
    finalSetupTns_ns 0 \
    min_path_type "register to register" \
    vias 5226 \
    crit_chain "dlymetal6s2s_1 -> buf_4 -> buf_12 -> nor4_1 -> nor3_2 -> and2_0 -> o31ai_1 -> clkdlybuf4s50_1" \
    worst_slack_ns 0.348 \
    largest_reg_flops 25 \
    core_um2 11400 \
    unclocked_regs 18 \
    syn_area_um2 5850 \
    p_sw_share_pct 20.9 \
    grt_pass1_wl_um 21400 \
    drt_iter0_markers 548 \
    h-tree-depth 2 \
    drive_above_1_share_pct 9.16 \
    gp_congestion 0.877 \
    finalHoldViolations 0 \
    row_count 39 \
    routed_wl_um 12600 \
    post-place-ws_ns -0.0254 \
    p_per_area_nw_per_um2 152 \
    crit_family "buffers and inverters" \
    synthTopCellsByCount "90 x nor2_1, 75 x nand2_1, 62 x dfrtp_1, 39 x a21oi_1, 39 x xnor2_1" \
    finClkSkew_ns 0.00777 \
    clock_path_buffers 2 \
    internal_power_uw 788 \
    regMostFlops "divideClock.counter_1Hz_reg.Q" \
    dr.pass1.iters 7 \
    start_kind "primary input" \
    dieArea_um2 12100 \
    finalSetupViolCount 0 \
    end_kind "primary output" \
    fillCellCount 1010 \
    portBuffers 32 \
    relSlewSlack_pct 44.4 \
    synth.distinct_cells 90 \
    top_cell_area_share_pct 26.5 \
    die_h_um 110 \
    hpwlAfterDp_um 9070 \
    tritoncts "built" \
    dpl_cell_area_um2 6340 \
    status "completed" \
    syn_to_final_growth_pct 11.9 \
    tritoncts.num_buffers 5 \
    yosys_area_um2 5850 \
    top_regs "divideClock.counter_1Hz_reg.Q (25), divideClock.counter_100Hz_reg.Q (18)" \
    worstHoldStart "divideClock.counter_100Hz_reg.Q[0]" \
    fmax_mhz 290 \
    die_x_um 110 \
    synth_flops 63 \
    edf_count 0 \
    grt_pass1_vias 4437 \
    required_ns 3.04 \
    critical_path.startpoint "ModeSel" \
    ys_cells 735 \
    finalInstanceArea_um2 6550 \
    worst_pin_slew_ns 0.833 \
    critPathSlowestCell "clkdlybuf4s50_1" \
    path_buffers 4 \
    yosysMostFrequentCell "nor2_1" \
    cp_max_fo 6 \
    hold_ws_ns 0.459 \
    total_leakage_power_uw 0.00278 \
    p_seq_share_pct 48.1 \
    fin_cells 896 \
    clk_pin_slew_ns 0.05 \
    clkPwrFrac_pct 42.2 \
    min_period_ns 3.45 \
    yosys_warnings 11 \
    drv_slew 0 \
    initial_core_util_pct 51.2 \
]
power groups by stage:
stage                 clock, uW  combinational, uW  sequential [uW]
after global routing        455                110              479
final                       421               96.7              479
after CTS                   434               96.7              479
repair_timing:
item	in CTS	in global routing
endpoints found under the hold margin	0	0
gates cloned	0	1
buffers inserted	0	0
endpoints found under the setup margin	4	25
pin swaps	1	2
gates resized	1	10
cells by family (layout without fill, tap and decap cells):
group	after synthesis	count (layout)	synth area share [%]
AND/OR/NAND/NOR	312	312	26.8
buffers and inverters	72	89	5.11
XOR/XNOR	67	67	10.7
multiplexers	10	10	1.86
adder cells (fa/ha/maj)	29	29	6.12
AND-OR/OR-AND	182	183	22.4
flip-flops	63	63	27.0
stage by stage:
stage,util [%],total power (uW)
after floorplan,-,528
after global placement,55.5,584
after detailed placement,55.5,584
after CTS,56.8,1010
after global routing,57.3,1040
final,57.3,997
final cells by class:
class	instances	area (um2)	share of cell area [%]
Multi-Input combinational cell	601	4030	61.6
Timing Repair Buffer	56	510	7.80
Sequential cell	63	1580	24.1
Clock buffer	7	143	2.18
Tap cell	143	179	2.73
Inverter	26	103	1.57
worst register-to-register path, stage by stage (launching register included):
cell	delay [ns]
dfrtp_1	0.39
ha_1	0.20
nand3_1	0.12
nor2_1	0.27
and3_1	0.25
nor2b_1	0.25
and2_1	0.19
nand4_1	0.25
or3_1	0.42
a21oi_1	0.15
placed cells by master (no fill, tap or decap), types with 4 or more instances in the layout:
cell type,count
a211oi_1,5
a21boi_0,8
a21o_1,4
a21oi_1,39
a31oi_1,7
and2_1,7
and3_1,11
and4_1,5
buf_4,23
clkbuf_16,5
clkdlybuf4s50_1,30
dfrtp_1,62
ha_1,27
inv_1,24
mux2i_1,5
nand2_1,75
nand2b_1,13
nand3_1,31
nand3b_1,5
nand4_1,9
nor2_1,90
nor2b_1,12
nor3_1,11
nor4_1,6
o21a_1,7
o21ai_0,34
o221a_2,4
o22ai_1,5
o31ai_1,5
or3_1,9
xnor2_1,38
xor2_1,26
final timing paths:
path,end,slack [ns],cells past startpoint
worst max-delay path,HexMSBL[0],0.35,8
worst min register to register,divideClock.counter_100Hz_reg.Q[0],0.46,1
min in group asynchronous,divideClock.counter_100Hz_reg.Q[8],0.86,2
worst min-delay path,divideClock.counter_100Hz_reg.Q[0],0.46,1
worst max register to register,divideClock.counter_1Hz_reg.Q[24],1.23,9
max in group asynchronous,divideClock.counter_1Hz_reg.Q[0],2.50,2
routing by layer:
layer	routed length, um	track usage, %	vias to the layer above	share of wire [%]
li1	-	-	2681	-
met1	6420	36.8	2400	51
met2	5470	33.4	137	44
met3	573	2.46	8	4.6
met4	104	1.88	0	0.83
met5	0	0	-	0
Power figures rest on the tool's default switching activity, not on a simulated workload.
